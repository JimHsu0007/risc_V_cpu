$ cat /design/flow/config.mk
export PLATFORM = sky130hd
export DESIGN_NAME = pc
export DESIGN_NICKNAME = pc
export VERILOG_FILES = /design/flow/design.v
export SDC_FILE = /design/flow/constraint.sdc
export NUM_CORES = 4
export LEC_CHECK = 1
export CORE_UTILIZATION = 30
$ cat /design/flow/constraint.sdc
current_design pc

set clk_period 5.9
set clk_io_pct 0.2

create_clock -name clk0 -period $clk_period [get_ports {clk}]

set non_clock_inputs [all_inputs -no_clocks]
set_input_delay [expr $clk_period * $clk_io_pct] -clock clk0 $non_clock_inputs
set_output_delay [expr $clk_period * $clk_io_pct] -clock clk0 [all_outputs]
$ cat /design/flow/run.sh
#!/bin/bash
# OpenROAD 26Q1-2900-gdf79404cd8, Yosys 0.63+post, stock flow scripts
make -C /OpenROAD-flow-scripts/flow DESIGN_CONFIG=/design/flow/config.mk WORK_HOME=/design/flow/orfs finish
$ cat /design/flow/design.v
`timescale 1ns/100ps
module pc(
	input logic clk,rst,
	output logic [31:0]pc_next,pc
	);
	assign pc_next = pc + 4;
	always_ff@(posedge clk)
	begin 
		if (rst) pc <= 0;
		else pc <= pc_next;
	end
endmodule	
==> flow_summary_export.csv <==
group,metric,value,unit
die,die_height,74.9,um
sta,setup_viol_count_final,0,
sta,worstMarginPinSlew,0.638,ns
drt,dr.first_iter.drc_count,59,
sta,finalSetupTns,0,ns
min_path,hold_path_end,"pc[2]",
cts,htree_levels,2,
die,core,5110,um^2
cts,insertion_delay,0.28,ns
critical_path,startpoint,"pc[2]",
global_route,grt_max_degree,42,
yosys,synth_async_sr_flop_share,0,%
drt,totalWireLength,3820,um
critical_path,r2r_end,"pc[26]",
yosys,avgSynthCellArea,8.80,um^2
sta,finalCritPeriodShare,63.5,%
yosys,synth_cell_types,28,
final_layout,top_register,"pc",
die,die_w,74.9,um
sta,fin_worst_skew,0.00481,ns
yosys,yosys_area,1590,um^2
yosys,largest_area_cell,"dfxtp_1",
final_layout,final_common_cell,"clkdlybuf4s50_1",
critical_path,critPathKind,"reg -> out",
drt,vias_per_cell,4.58,
pwr,p_total,422,uW
critical_path,cp-start-kind,"register",
yosys,edf_count,0,
drt,drtAntennaViolNets,0,
sta,slew_viol_final,0,
global_route,overflow,0,
yosys,yosys_most_used_dff,"dfxtp_1",
pwr,p_leak,0.000906,uW
sta,rsz0062_at_grt,"false",
die,fp-utilization,31.2,%
cts,cts_tree,"yes",
final_layout,synthToLayoutAreaGrowth,49.1,%
pwr,ir_worst_vdd,0.0775,mV
cts,cts.path.max_buffers,2,
global_route,grt_pass1_wl,5980,um
cts,cts_buffers,5,
final_layout,final_core_util,46.5,%
place,dpl-instance-area,2260,um^2
place,port_buffers,61,
run,drv_cap,0,
drt,vias,1448,
outcome,status,"finished, final reports clean",
drt,wl_per_cell,12.1,um
place,place.gp.congestion,0.797,
yosys,topCellsByArea,"dfxtp_1 38%, nor2b_1 10%, xnor2_1 9.9%, mux2_2 7.8%, nand3_1 4.1%",
min_path,min_path_cells,1,
critical_path,worstRegToRegCells,5,
die,die-area,5600,um^2
critical_path,cp-end-kind,"output port",
cts,clock-sinks,30,
yosys,yosys_register_bits,30,
drt,first_pass_iters,4,
final_layout,fin_cells,316,
final_layout,reg.largest.list,"pc: 30 flops",
sta,finalHoldViolCount,0,
min_path,holdCritPathClass,"reg -> reg",
final_layout,design_area,2370,um^2
global_route,grt_pass1_vias,1232,
final_layout,largest_reg_flops,30,
yosys,top_area_share,37.7,%
min_path,hp-start,"pc[2]",
critical_path,cp.required,4.72,ns
run,tool_warnings,25,
cts,clkSlewWorstSetupHoldPaths,0.07,ns
die,pin_count,66,
die,rows,26,
global_route,grt_usage,14.1,%
cts,cts_resized,0,
sta,timing.final.crit_period,3.74,ns
critical_path,crit_fanout,7,
critical_path,r2r_setup_slack,3.87,ns
sta,fmax,0.267,GHz
yosys,ys_warn_count,1,
cts,cts_hold_buf,0,
yosys,synth_cells,181,
final_layout,lay_top_cells,"61 x clkdlybuf4s50_1, 30 x dfxtp_1, 26 x nor2b_1",
critical_path,crit_arrival,2.56,ns
yosys,ys_seq_share,37.7,%
cts,cts_root_buf,"clkbuf_8",
pwr,power_density,178,nW/um^2
critical_path,r2r_start,"pc[2]",
final_layout,drive_gt1_share,9.76,%
cts,cts_setup_buffers,0,
drt,drc,0,
global_route,antenna_found_initial,0,
place,place_hpwl,2800,um
yosys,synth_area,1590,um^2
place,dpl.cell_count,308,
yosys,yosys-stat-cells,181,
drt,antenna_cells,0,
sta,relSlewSlack,57.2,%
## Yosys cell counts, drive strengths merged, types with 3 or more instances
master   n
nand4   10
a21oi    3
inv      4
mux2    11
nand2    8
nor4     3
xnor2   18
clkbuf   4
buf      4
xor2     7
nor3     4
and3     8
nor2    15
nand3   13
nor2b   26
dfxtp   30
## how the worst max path moves through the flow
stage	cells past startpoint	end
after global routing	6	pc_next[26]
final	6	pc_next[30]
after CTS	6	pc_next[22]
## cell type report
type | count | area, um^2
multi-input combinational | 142 | 943
timing repair buffer | 62 | 618
tap | 70 | 87.6
clock buffer | 8 | 110
fill | 508 | 2730
inverter | 4 | 15.0
sequential | 30 | 601
## per-stage QoR
step / hold slack, ns / setup WS (ns)
2_1_floorplan: 0.453 / 3.15
4_1_cts: 0.510 / 2.16
3_5_place_dp: 0.493 / 2.46
6_report: 0.505 / 2.16
3_3_place_gp: 0.483 / 2.51
5_1_grt: 0.557 / 1.90
## kinds of logic (layout without fill, tap and decap cells)
family	after synthesis	count (layout)	share of synthesized area, %
xor gates and xnor gates	25	25	13.7
AOI/OAI and AO/OA	6	6	2.04
and+or+nand+nor	95	95	33.9
DFF	30	30	37.7
buffers and inverters	12	74	3.77
other	1	4	0.235
muxes	11	11	7.78
adders and majority gates	1	1	0.785
## report_power, final
group,switching (uW),internal [uW]
Sequential,2.68,204
Clock,79.7,118
Combinational,7.12,10.2
## critical path: stages (launching register included)
cell and delay (ns):
dfxtp_1 0.43, ha_1 0.29, nand4_1 0.23, nor2_1 0.42, nand3_1 0.22, xnor2_1 0.21
clkdlybuf4s50_1 0.49
## routing by layer
metal | vias up | track usage (%) | routed length [um]
li1 | 746 | - | -
met1 | 657 | 22.0 | 1900
met2 | 38 | 20.1 | 1630
met3 | 7 | 3.53 | 201
met4 | 0 | 2.73 | 85
met5 | - | 0 | 0
Power figures rest on the tool's default switching activity, not on a simulated workload.
